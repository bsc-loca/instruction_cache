<file path="design/flow/run.sh">
#!/bin/bash
# OpenROAD 26Q1-2900-gdf79404cd8, Yosys 0.63+post, stock flow scripts
make -C /OpenROAD-flow-scripts/flow DESIGN_CONFIG=/design/flow/config.mk WORK_HOME=/design/flow/orfs finish
</file>
<file path="design/flow/config.mk">
export PLATFORM = sky130hd
export DESIGN_NAME = sargantana_icache_replace_unit
export DESIGN_NICKNAME = sargantana_icache_replace_unit
export VERILOG_FILES = /design/flow/design.v
export SDC_FILE = /design/flow/constraint.sdc
export NUM_CORES = 4
export LEC_CHECK = 1
export CORE_AREA = 10 10 70 70
export DIE_AREA = 0 0 80 80
</file>
<file path="design/flow/constraint.sdc">
current_design sargantana_icache_replace_unit

set clk_period 1.6
set clk_io_pct 0.2

create_clock -name clk0 -period $clk_period [get_ports {clk_i}]

set non_clock_inputs [all_inputs -no_clocks]
set_input_delay [expr $clk_period * $clk_io_pct] -clock clk0 $non_clock_inputs
set_output_delay [expr $clk_period * $clk_io_pct] -clock clk0 [all_outputs]
</file>
<file path="design/flow/design.v">
module sargantana_icache_lfsr 
#(
    parameter int unsigned ICACHE_N_WAY     = 4
)
(
    input  logic                            clk_i,
    input  logic                            rst_ni,
    input  logic                            en_i,
    output logic [$clog2(ICACHE_N_WAY)-1:0] refill_way_o
);
logic [7:0] shift_d, shift_q;
always_comb begin
    automatic logic shift_in;
    shift_in = !(shift_q[7] ^ shift_q[3] ^ shift_q[2] ^ shift_q[1]);
    shift_d  = shift_q;
    if (en_i) shift_d = {shift_q[6:0], shift_in};
    refill_way_o = shift_q[$clog2(ICACHE_N_WAY)-1:0];
end
always_ff @(posedge clk_i or negedge rst_ni) begin : proc_
    if (!rst_ni) shift_q <= '0;
    else         shift_q <= shift_d;
end
endmodule
module sargantana_icache_replace_unit 
#(
    parameter int unsigned ICACHE_N_WAY     = 4,
    parameter int unsigned ICACHE_IDX_WIDTH = 6
)
(
    input  logic                            clk_i            ,
    input  logic                            rstn_i           ,
    input  logic                            inval_i          ,
    input  logic                            flush_ena_i      ,
    input  logic                            cache_rd_ena_i   ,
    input  logic                            cache_wr_ena_i   ,
    input  logic         [ICACHE_N_WAY-1:0] way_valid_bits_i ,    
    input  logic                            cmp_en_q         ,
    input  logic     [ICACHE_IDX_WIDTH-1:0] cline_index_i    ,  
    input  logic [$clog2(ICACHE_N_WAY)-1:0] way_to_replace_q ,
    output logic [$clog2(ICACHE_N_WAY)-1:0] way_to_replace_d ,
    output logic                            we_valid_o       ,
    output logic     [ICACHE_IDX_WIDTH-1:0] addr_valid_o     ,  
    output logic         [ICACHE_N_WAY-1:0] data_req_valid_o ,    
    output logic         [ICACHE_N_WAY-1:0] tag_req_valid_o      
);
logic inval_req;
logic lfsr_ena ;
logic all_ways_valid ;
logic [$clog2(ICACHE_N_WAY)-1:0] way_to_replace_o ;
logic     [ICACHE_N_WAY-1:0] way_to_replace_q_oh ;  
logic [$clog2(ICACHE_N_WAY)-1:0] a_random_way  ;
logic [$clog2(ICACHE_N_WAY)-1:0] a_invalid_way ;
assign inval_req     = ~flush_ena_i & inval_i;
assign addr_valid_o = cline_index_i;
assign tag_req_valid_o = (cache_rd_ena_i | inval_req) ? '1 : way_to_replace_q_oh;
assign we_valid_o = cache_wr_ena_i | inval_req ;
assign lfsr_ena   = cache_wr_ena_i & all_ways_valid;
assign way_to_replace_o = (all_ways_valid) ? a_random_way : a_invalid_way;
assign way_to_replace_d = (cmp_en_q) ? way_to_replace_o : way_to_replace_q;
always_comb begin
   way_to_replace_q_oh = '0;
   way_to_replace_q_oh[way_to_replace_q] = 1'b1; 
end
assign data_req_valid_o   = (cache_rd_ena_i ) ?                  '1 :
                            (cache_wr_ena_i ) ? way_to_replace_q_oh : '0;
sargantana_icache_lfsr #(
    .ICACHE_N_WAY   ( ICACHE_N_WAY )
) lfsr (
    .clk_i          ( clk_i         ),
    .rst_ni         ( rstn_i        ),
    .en_i           ( lfsr_ena      ),
    .refill_way_o   ( a_random_way  )
);
sargantana_icache_tzc #(
    .ICACHE_N_WAY   ( ICACHE_N_WAY )
) tzc (
    .in_i           ( ~way_valid_bits_i  ),
    .inval_way_o    (  a_invalid_way     ),
    .empty_o        (  all_ways_valid    )
);
endmodule
module sargantana_icache_tzc
#(
    parameter int unsigned ICACHE_N_WAY     = 4
)
(
  input  logic         [ICACHE_N_WAY-1:0] in_i          ,
  output logic [$clog2(ICACHE_N_WAY)-1:0] inval_way_o   ,
  output logic                            empty_o          
);
always_comb begin
    inval_way_o    = '0;
    if (in_i[0]) inval_way_o = 2'b00;
    else if (in_i[1]) inval_way_o = 2'b01;
    else if (in_i[2]) inval_way_o = 2'b10;
    else if (in_i[3]) inval_way_o = 2'b11;
    else inval_way_o = '0;
end
assign empty_o = ~(|in_i);
endmodule 
</file>
==> impl_metrics.json <==
{
  "cts.sink_count": 8,
  "setup.reg_to_reg.worst_slack_ps": 430,
  "timing.critical_path.fanout_max": 3,
  "holdCritPathClass": "input pin to async pin",
  "first_global_vias": 476,
  "power.density_cell_area_nw_per_um2": 759.3,
  "rows": 21,
  "worstSkewPairLatency_ps": 250,
  "drv_cap": 0,
  "clock.fmax_ghz": 0.6422,
  "openroad_warning_count": 25,
  "dr_total_vias": 481,
  "global_route_wire_length_before_repair_mm": 2.180,
  "worst-path-buf-inv": 3,
  "skew_ps": 1.583,
  "report.final.slew_viol_count": 0,
  "largest_register_ffs": 8,
  "syn-mean-instance-area_um2": 10.69,
  "htree_num_levels": 1,
  "status": "finished, final reports clean",
  "crit_arrival_ps": 1240,
  "total_setup_violations_reported_at_the_end_of_the_flow": 0,
  "die-width_um": 80,
  "gr-usage-all-layers": 0.04188,
  "synth.top_cells.by_area": "sky130_fd_sc_hd__dfrtp_1, sky130_fd_sc_hd__mux2_2, sky130_fd_sc_hd__buf_4",
  "critical-path-top-delay-family": "buffers and inverters",
  "pin_count_of_the_biggest_net_entering_global_routing": 9,
  "worst_tran_pin_value_ps": 330.0,
  "registers.top_by_ff_count": "lfsr.shift_q",
  "final.fill_count": 373,
  "fin_setup_tns_ps": 0,
  "synth-seq-area-share": 0.3902,
  "most_common_logic_cell_in_the_routed_design": "sky130_fd_sc_hd__dlygate4sd2_1",
  "worst-r2r-cell-count": 4,
  "regs_by_ff_count": "lfsr.shift_q x8",
  "routed_wirelength_mm": 1.417,
  "grt_setup_unrepaired": "no",
  "multiInputGateArea_um2": 264.0,
  "finalWorstPathRequiredPeriod_ps": 1557,
  "timing.critical_path.cells": "clkdlybuf4s15_2 > buf_4 > o21ai_2 > clkdlybuf4s50_1",
  "dp_cells": 116,
  "top_cell_area_share": 0.3902,
  "lay_top_cells": "sky130_fd_sc_hd__dlygate4sd2_1, sky130_fd_sc_hd__buf_4, sky130_fd_sc_hd__mux2_2, sky130_fd_sc_hd__dfrtp_1, sky130_fd_sc_hd__clkdlybuf4s50_1",
  "ys.flops": 8,
  "post-route-drc-count": 0,
  "io-pin-count": 36,
  "ir_drop_uv": 545.1,
  "detailedPlacementHpwl_mm": 1.184,
  "worst_setup_path_end_kind": "primary output",
  "crit_path_top_delay_cell": "sky130_fd_sc_hd__clkdlybuf4s50_1",
  "hold_viol": 0,
  "crit-reg2reg-capture": "lfsr.shift_q[0]",
  "antenna_left": 0,
  "dieHeight_um": 80,
  "post_synth_inst_count": 48,
  "die_area_um2": 6400,
  "antenna_found_initial": 0,
  "detail_route.vias_per_cell": 3.848,
  "firstDrtPassIters": 3,
  "ys.warnings.count": 3,
  "final.period_utilization": 0.9733,
  "post_route_cells_drive_above_1_share": 0.4557,
  "criticalPathCategory": "input pin to primary output",
  "routabilityCongestion": 0.7762,
  "worst_ep_required_time_ps": 1280,
  "cts_max_path_buffers": 2,
  "core-area_um2": 3416,
  "place.port_buffers": 23,
  "yosysCellCount": 48,
  "layout-area-overhead-vs-synth_pct": 63.41,
  "hold-worst-slack_ps": 336.3,
  "max_stage_delay_ps": 470,
  "layout.cells.non_filler": 125,
  "overflow": 0,
  "ctsRootBufferMaster": "sky130_fd_sc_hd__clkbuf_4",
  "fp-utilization": 0.1502,
  "yosysTopAreaCell": "sky130_fd_sc_hd__dfrtp_1",
  "cts_buf_count": 3,
  "seqCellArea_um2": 200.2,
  "worst_slew_margin_rel": 0.7793,
  "worst_r2r_startpoint": "lfsr.shift_q[1]",
  "antenna-diode-count": 0,
  "cts_hold_repair.buffers": 0,
  "post_synth_instance_area_um2": 513.0,
  "type_of_element_launching_the_critical_path": "input pin",
  "leakagePower_nw": 0.3833,
  "ys_types": 17,
  "cts.clk_slew.worst_paths_ps": 50,
  "synth.yosys.chip_area_um2": 513.0,
  "drtIter0Drc": 6,
  "cts_tree": "done",
  "routed_wire_length_per_instance_um": 11.34
}
-- worst max path at each step --
stage                          startpoint                  end  slack (ps)  depth (start not counted)
final                 way_to_replace_q[1]   tag_req_valid_o[1]          40                          4
after global routing  way_to_replace_q[1]  data_req_valid_o[0]          10                          4
after CTS             way_to_replace_q[1]   tag_req_valid_o[1]          20                          4
-- final cells by class --
type | instances | share of cell area
Tap cell | 46 | 0.06866
Timing Repair Buffer | 34 | 0.3373
Sequential cell | 8 | 0.2388
Inverter | 3 | 0.01343
Multi-Input combinational cell | 31 | 0.3149
Clock buffer | 3 | 0.02687
-- timing repair --
action                                  CTS  global route
gates resized                            32             5
pin swaps                                 4             0
hold endpoints to repair                  0             0
endpoints found under the setup margin   11             4
setup buffers                             5             1
-- where the power goes --
part | internal [mW] | leakage (nW) | switching [mW] | total (mW)
sequential | 0.238 | 0.106 | 0.0219 | 0.260
clock | 0.0852 | 0.0138 | 0.0597 | 0.145
combinational | 0.152 | 0.263 | 0.0798 | 0.232
total | 0.475 | 0.383 | 0.161 | 0.637
-- metrics by stage --
stage / utilization / total power [mW] / area (um2) / setup slack (ps)
after global routing: 0.2454 / 0.6916 / 838.3 / 13.12
after detailed placement: 0.2322 / 0.4710 / 793.3 / -326.6
final: 0.2454 / 0.6365 / 838.3 / 42.74
after floorplan: - / 0.3665 / 513.0 / 542.1
after global placement: 0.2322 / 0.4609 / 793.3 / -356.2
after CTS: 0.2465 / 0.6491 / 842.1 / 20.80
-- Yosys cell counts (all sizes together) --
master,count
a31o,2
and3,1
o22ai,1
mux2,8
nand2b,1
o21ai,5
a21oi,1
a21o,1
nand2,3
o21bai,2
a21boi,1
inv,3
xnor2,3
nand3,1
o2111ai,1
buf,6
dfrtp,8
-- layer usage --
layer  vias to the layer above  track usage  wire (um)
met5                         -            0          0
met4                         0     0.003521          0
met3                         0      0.03068        266
met2                        35      0.05377        482
met1                       216      0.05660        668
li1                        230            -          -
-- worst reg2reg max path, cell delays in order (launching register included) --
cell                      delay (ps)
sky130_fd_sc_hd__dfrtp_1         380
sky130_fd_sc_hd__buf_4           150
sky130_fd_sc_hd__xnor2_1         170
sky130_fd_sc_hd__xnor2_1         100
sky130_fd_sc_hd__mux2_2          260
-- cell families (layout without fill, tap and decap cells) --
logic type,after synthesis,in the layout,synth area share
AND-OR/OR-AND,14,14,0.1829
XOR/XNOR,3,3,0.05123
flip-flops,8,8,0.3902
AND/OR/NAND/NOR,6,6,0.09025
multiplexers,8,8,0.1756
buffers and inverters,9,40,0.1097
No activity file was given, so power comes from the tool's default toggle rates.
