**./design.v**
```verilog
module sargantana_icache_ctrl 
#(
    parameter int   ICACHE_N_WAY = 4
)
(
    input  logic clk_i              ,
    input  logic rstn_i             ,
    input  logic cache_enable_i     ,  
    input  logic flush_i            ,
    input  logic flush_done_i       ,
    input  logic invalidation       ,
    output logic cmp_enable_o       ,
    output logic cache_rd_ena_o     ,  
    output logic cache_wr_ena_o     ,  
    input  logic ireq_valid_i       ,  
    input  logic ireq_kill_i        ,  
    input  logic ireq_kill_d        ,  
    output logic iresp_ready_o      ,  
    output logic iresp_valid_o      ,  
    input  logic mmu_ex_valid_i     ,  
    input  logic mmu_miss_i         ,  
    input  logic mmu_ptw_valid_i    ,  
    output logic treq_valid_o       ,  
    input  logic valid_ifill_resp_i ,
    input  logic ifill_resp_valid_i ,  
    input  logic ifill_sent_ack_i   ,  
    output logic ifill_req_valid_o  ,  
    input logic [ICACHE_N_WAY-1:0] cline_hit_i ,  
    output logic miss_o          , 
    output logic miss_kill_o     , 
    output logic replay_valid_o,
    output logic flush_en_o                 
);                                          
typedef enum logic[2:0] {NO_REQ, 
                         READ, 
                         MISS, 
                         TLB_MISS, 
                         REPLAY, 
                         KILL,
                         REPLAY_TLB,
                         KILL_TLB
                     } ictrl_state_t;
logic new_request;
logic is_hit_or_excpt;
logic is_hit;
logic is_flush_or_kill;
logic valid_ifill_resp;
assign new_request =  ~ifill_resp_valid_i & ireq_valid_i ;
assign valid_ifill_resp = valid_ifill_resp_i;
assign is_hit = |cline_hit_i;
assign is_hit_or_excpt  = is_hit  | mmu_ex_valid_i;
assign is_flush_or_kill = flush_i | ireq_kill_i;
ictrl_state_t state_d, state_q;
always_ff @(posedge clk_i or negedge rstn_i) begin
    if(!rstn_i) state_q <= NO_REQ;
    else        state_q <= state_d;
end
always_comb begin
    case (state_q)
        READ: begin 
            state_d =  ( is_flush_or_kill || !new_request )                ? READ :
                       ( !is_hit_or_excpt && !mmu_miss_i && new_request )  ? MISS :
                       ( is_hit_or_excpt  && !mmu_miss_i && new_request)   ? READ :
                                                            TLB_MISS ;
            treq_valid_o      = 1'b0;
            cmp_enable_o      = cache_enable_i;
            cache_rd_ena_o    = 1'b0;
            iresp_ready_o     = ((is_flush_or_kill || (!new_request)) || ((is_hit_or_excpt  && (!mmu_miss_i)) && new_request));
            ifill_req_valid_o = ( !is_hit_or_excpt  && !mmu_miss_i   && 
                                  !is_flush_or_kill &&  new_request && !ireq_kill_d);
            miss_o            = 1'b0  ; 
            miss_kill_o       = 1'b0  ; 
            iresp_valid_o     = ( ( (is_hit && !mmu_miss_i) || mmu_ex_valid_i ) && 
                                 !is_flush_or_kill && new_request) ;
            cache_wr_ena_o    = 1'b0  ;
            flush_en_o        = flush_i  ;
            replay_valid_o    = 1'b0;
        end
        MISS: begin 
            state_d = (is_flush_or_kill || mmu_ex_valid_i ) ? KILL :
                      (valid_ifill_resp ) ? REPLAY                 :
                                            MISS                   ;
            iresp_valid_o  = 1'b0;
            cache_wr_ena_o = (ifill_resp_valid_i && !is_flush_or_kill ) ; 
            cmp_enable_o      = 1'b0  ;
            iresp_ready_o     = 1'b0  ;
            miss_o            = 1'b1  ;
            miss_kill_o       = 1'b0  ; 
            treq_valid_o      = 1'b0  ;
            ifill_req_valid_o = 1'b0  ;
            cache_rd_ena_o    = 1'b0  ;
            flush_en_o        = flush_i  ;
            replay_valid_o    = 1'b0;
        end
        TLB_MISS: begin 
            state_d = ( is_flush_or_kill && !mmu_ptw_valid_i ) ? KILL_TLB   :
                      ( mmu_ex_valid_i   || is_flush_or_kill ) ? READ       :
                      ( mmu_ptw_valid_i                      ) ? REPLAY_TLB :
                                             TLB_MISS   ;                                             
            treq_valid_o      = 1'b0 ;
            cmp_enable_o      = 1'b0 ;
            cache_rd_ena_o    = 1'b0 ;
            iresp_valid_o     = (mmu_ex_valid_i);
            miss_o            = 1'b0 ;
            miss_kill_o       = 1'b0 ; 
            iresp_ready_o     = 1'b0 ;
            ifill_req_valid_o = 1'b0 ;
            cache_wr_ena_o    = 1'b0 ;
            flush_en_o        = flush_i ;
            replay_valid_o    = 1'b0 ;
        end
        REPLAY: begin  
            state_d           = READ   ;
            cmp_enable_o      = cache_enable_i ;
            iresp_ready_o     = 1'b0  ;
            iresp_valid_o     = mmu_ex_valid_i;
            cache_rd_ena_o    = (!is_flush_or_kill && !mmu_ex_valid_i ) ;
            cache_wr_ena_o    = 1'b0  ;
            miss_o            = 1'b0  ;
            miss_kill_o       = 1'b0 ; 
            treq_valid_o      = 1'b0  ;  
            ifill_req_valid_o = 1'b0  ;
            flush_en_o        = flush_i  ;
            replay_valid_o    = (!is_flush_or_kill && !mmu_ex_valid_i );
        end
        KILL: begin  
            state_d = (!ifill_sent_ack_i) ? READ : KILL;
            cmp_enable_o      = 1'b0  ;
            iresp_ready_o     = 1'b0  ;
            iresp_valid_o     = 1'b0  ;
            cache_rd_ena_o    = 1'b0  ;
            cache_wr_ena_o    = 1'b0  ;
            miss_o            = 1'b0  ;
            miss_kill_o       = 1'b1  ; 
            treq_valid_o      = 1'b0  ;
            ifill_req_valid_o = 1'b0  ;
            flush_en_o        = 1'b0  ;
            replay_valid_o    = 1'b0;
        end
        REPLAY_TLB: begin  
            state_d           = (invalidation && !mmu_ex_valid_i) ? REPLAY_TLB : READ ;
            cmp_enable_o      = (cache_enable_i && !invalidation) ;
            iresp_ready_o     = 1'b0  ;
            iresp_valid_o     = (mmu_ex_valid_i);
            cache_rd_ena_o    = ( !mmu_miss_i && !mmu_ex_valid_i && !is_flush_or_kill && !invalidation) ;
            cache_wr_ena_o    = 1'b0  ;
            miss_o            = 1'b0  ;
            miss_kill_o       = 1'b0 ; 
            treq_valid_o      = ( !mmu_miss_i && !mmu_ex_valid_i && !is_flush_or_kill && !invalidation); 
            ifill_req_valid_o = 1'b0  ;
            flush_en_o        = flush_i  ;
            replay_valid_o    = (!is_flush_or_kill && !invalidation);
        end
        KILL_TLB: begin  
            state_d = (mmu_ptw_valid_i) ? READ : KILL_TLB;
            cmp_enable_o      = 1'b0  ;
            iresp_ready_o     = 1'b0  ;
            iresp_valid_o     = 1'b0  ;
            cache_rd_ena_o    = 1'b0  ;
            cache_wr_ena_o    = 1'b0  ;
            miss_o            = 1'b0  ;
            miss_kill_o       = 1'b0  ; 
            treq_valid_o      = 1'b0  ;
            ifill_req_valid_o = 1'b0  ;
            flush_en_o        = 1'b0  ;
            replay_valid_o    = 1'b0;
        end
        default: begin
            state_d           = READ  ;
            cmp_enable_o      = 1'b0  ;
            iresp_ready_o     = 1'b0  ;
            iresp_valid_o     = 1'b0  ;
            cache_rd_ena_o    = 1'b0  ;
            cache_wr_ena_o    = 1'b0  ;
            miss_o            = 1'b0  ;
            miss_kill_o       = 1'b0  ; 
            treq_valid_o      = 1'b0  ;
            ifill_req_valid_o = 1'b0  ;
            flush_en_o        = 1'b0  ;
            replay_valid_o    = 1'b0  ;
        end
    endcase
end
endmodule
```
**./run.sh**
```bash
#!/bin/bash
# OpenROAD 26Q1-2900-gdf79404cd8, Yosys 0.63+post, stock flow scripts
make -C /OpenROAD-flow-scripts/flow DESIGN_CONFIG=/design/flow/config.mk WORK_HOME=/design/flow/orfs finish
```
**./config.mk**
```make
export PLATFORM = sky130hd
export DESIGN_NAME = sargantana_icache_ctrl
export DESIGN_NICKNAME = sargantana_icache_ctrl
export VERILOG_FILES = /design/flow/design.v
export SDC_FILE = /design/flow/constraint.sdc
export NUM_CORES = 4
export LEC_CHECK = 1
export CORE_AREA = 10 10 70 70
export DIE_AREA = 0 0 80 80
```
**./constraint.sdc**
```tcl
current_design sargantana_icache_ctrl

set clk_period 1.3
set clk_io_pct 0.2

create_clock -name clk0 -period $clk_period [get_ports {clk_i}]

set non_clock_inputs [all_inputs -no_clocks]
set_input_delay [expr $clk_period * $clk_io_pct] -clock clk0 $non_clock_inputs
set_output_delay [expr $clk_period * $clk_io_pct] -clock clk0 [all_outputs]
```
==> results.rst <==
Implementation results
======================

.. list-table::
   :header-rows: 1

   * - Metric
     - Value
   * - Mapped Cells
     - 56
   * - Global placer's final weighted congestion
     - 0.823
   * - Biggest regs
     - state_q (8)
   * - Starting density of the core
     - 14.7%
   * - Layer with the highest usage
     - met2
   * - Vias in the first global route
     - 784
   * - Share of the synthesized netlist area taken by xor and xnor gates
     - 0%
   * - Clock Power Share
     - 30.2%
   * - Switch Pwr
     - 162 µW
   * - Maximum clock skew at final layout
     - 0.0138 ns
   * - Unrepaired setup endpoints after global routing
     - yes
   * - Worst IR drop on VDD
     - 300 µV
   * - Setup total negative slack
     - -1.59 ns
   * - Layout-stage area growth over the synthesis result
     - 158%
   * - Final number of setup-violating endpoints
     - 9
   * - Post-layout worst setup margin
     - -0.396 ns
   * - Via density
     - 4.16
   * - DIE AREA
     - 6400 µm²
   * - Synthesized area per cell
     - 8.94 µm²
   * - Total number of H-tree levels
     - 1
   * - Top FF cell, synth
     - dfrtp_1
   * - AND-OR/OR-AND Cells, Area Fraction
     - 23.3%
   * - Count of pins on the block boundary
     - 30
   * - Type of the most critical hold path
     - input pin to async pin
   * - Clock latency reported for the late side of the worst-skew pair
     - approximately 0.25 ns
   * - Switching Fraction
     - about 25%
   * - Core footprint
     - around 3400 µm²
   * - Cell count listed in synth_stat.txt
     - 56
   * - Total design power
     - 653 µW
   * - First DRT Iteration DRCs
     - 19
   * - Biggest area contributors in the synthesized netlist
     - dfrtp_1, dfstp_2, nand2b_1
   * - Global-route wire length before repair
     - 3930 µm
   * - Maximum capacitance violations
     - 0
   * - Post-synthesis mux area share
     - 0%
   * - Number of buffers created by CTS
     - 3
   * - Mapped cell area
     - ~500 µm²
   * - Top-count cell post-synth
     - dfrtp_1
   * - Count of flip-flops with a built-in enable after synthesis
     - 0
   * - Max-slew violations
     - 0
   * - Period Utilization, post-route
     - 130%
   * - Power density relative to cell area
     - 506 nW/µm²
   * - Portion of the post-synthesis area used by sequential elements
     - 40.3%
   * - Worst setup EP type
     - output pin
   * - Height of the chip
     - approximately 80 µm
   * - Antenna diode count
     - 0
   * - Post-Synth Adder-Cell Area
     - 0%
   * - Crit path arrival time
     - 1.44 ns
   * - Worst setup SP type
     - register
   * - FF-to-FF Start
     - state_q[1]
   * - Chip width
     - 80 µm
   * - Max FFs per register
     - 8
   * - Grt ovf
     - 0
   * - Part of the power in registers
     - 39.2%
   * - Maximum number of pins on one net before global-route repair
     - 9
   * - Routed wire length per instance
     - 14.0 µm
   * - CP max FO
     - 2
   * - Longest Clk Path Bufs
     - 2
   * - Yosys warning tally
     - 1
   * - Global-route track usage on met1
     - 9.95%
   * - Biggest register
     - state_q
   * - Std cell rows
     - 21
   * - Total GRT Usage
     - 7.43%
   * - Upper clock frequency limit
     - approximately 0.6 GHz
   * - Detailed-route via count
     - between 700 and 800
   * - Top area contributor share
     - about a third
   * - Chip area estimate from yosys synthesis
     - around 500 µm²
   * - Routed WL
     - 2440 µm
   * - Placed cell area
     - 996 µm²
   * - Pleak
     - 0.000600 µW
   * - Residual antenna-violating net count after detailed routing
     - 0
   * - Path type of the worst setup path
     - register to output pin
   * - Global Route met3 Usage
     - 3.41%
   * - Internal
     - 490 µW
   * - Global-route met2 utilization
     - 10.8%
   * - Number of iterations in the first detailed-routing pass
     - 4
   * - Final non-filler cell area
     - ~1300 µm²
   * - CP startpoint
     - state_q[3]
   * - Shortest period the worst path allows
     - 1.70 ns
   * - Non-filler cells in the finished layout
     - ~180
   * - Fraction of layout cells with a size suffix above 1
     - 61.2%
   * - Port buffer count
     - 28
   * - Dominant cell type by area after synthesis
     - dfrtp_1
   * - Failing checks
     - negative setup slack
   * - Number of remaining DRC errors
     - 0
   * - Unique masters post-synth
     - 30
   * - AND/OR/NAND/NOR Cells, Area Fraction
     - between 30% and 40%
   * - Main logic family after synthesis
     - simple AND/OR/NAND/NOR gates
   * - Flops & latches, synth
     - 8
   * - HPWL Detailed
     - 1610 µm
   * - CTS clock-pin slew for the worst setup and hold paths
     - 0.06 ns
   * - Clk Tree Root Cell
     - clkbuf_4
   * - Number of logged tool warnings
     - 28
   * - CTS Sinks
     - 8
   * - CTS tree
     - built
   * - Initial antenna violation count
     - 0
   * - Logic pwr share
     - 30.6%
   * - Post-synth top cells
     - dfrtp_1, nor2_1, nand2_1
   * - Result of the run
     - finished, violations left
   * - Final hold viol count
     - 0
   * - Endpoint required time on the critical path
     - ~1.0 ns
   * - Cell total after placement
     - 151
   * - Fraction of registers with async set or reset after synthesis
     - 100%
[per-stage QoR]
step	utilization, %	setup WS, ns	hold WS, ns
CTS	36.7	-0.411	0.274
global route	37.8	-0.465	0.295
global placement	29.2	-0.902	0.493
finish	37.8	-0.396	0.267
floorplan	-	0.0625	-0.0356
detailed placement	29.2	-0.901	0.511
[timing repair]
item | CTS | global route
buffers inserted | 18 | 5
pin swaps | 14 | 9
gates resized | 83 | 19
hold buffers | 0 | 0
cloned | 0 | 0
endpoints found under the setup margin | 16 | 11
[power groups by stage]
| stage | clock (µW) | combinational, µW | sequential [µW] |
|---|---|---|---|
| after CTS | 206 | 183 | 256 |
| final | 197 | 199 | 256 |
| after global routing | 216 | 214 | 256 |
[placed cells by master, fill, tap and decap left out, types with 2 or more instances in the layout]
master            n
buf_4            29
buf_6            13
clkdlybuf4s50_1   6
buf_2             6
dfrtp_1           6
dlygate4sd2_1     5
clkbuf_2          5
nand2_1           4
clkdlybuf4s15_1   4
nor2_1            3
clkbuf_4          3
nand2b_4          2
nor2_4            2
nor3_4            2
o21a_1            2
nand2b_1          2
and3_1            2
[metal layers]
layer / routed length [µm] / part of all wire, % / up-vias
met1: 1120 / 46 / 339
met3: 228 / 9.3 / 4
met2: 1070 / 44 / 30
li1: - / - / 355
met4: 23 / 0.94 / 0
met5: 0 / 0 / -
[path summary, 6_finish.rpt]
check                           slack, ns             to  cells after the start
worst max-delay path                -0.40  iresp_valid_o                      5
worst min-delay path                 0.27     state_q[5]                      1
worst max register to register      -0.01     state_q[4]                      4
worst min register to register       0.53     state_q[5]                      1
max in group asynchronous            0.72     state_q[0]                      1
min in group clk0                    0.38     state_q[3]                      3
[layout make-up]
cell class	count	area [µm²]
clock buffer	4	26.3
fill	311	2130
inverter	1	3.75
multi-input combinational	47	422
sequential	8	203
tap	46	57.6
timing repair buffer	69	578
[critical path, stage by stage, from the launching register on]
cell and delay, ns:
dfrtp_1 0.37, or3_4 0.40, buf_6 0.13, a21oi_4 0.10, o32ai_2 0.07, buf_2 0.12
[cell families (layout without fill, tap and decap cells)]
group | count (synthesis) | after routing
flip-flops | 8 | 8
AND/OR/NAND/NOR | 30 | 30
buffers and inverters | 1 | 74
AND-OR/OR-AND | 16 | 16
other | 1 | 1
Power is estimated from default activity; no workload was simulated.
