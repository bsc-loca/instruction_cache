**design/flow/config.mk**
```make
export PLATFORM = sky130hd
export DESIGN_NAME = sargantana_icache_ff
export DESIGN_NICKNAME = sargantana_icache_ff
export VERILOG_FILES = /design/flow/design.v
export SDC_FILE = /design/flow/constraint.sdc
export NUM_CORES = 4
export LEC_CHECK = 1
export CORE_AREA = 10 10 155 155
export DIE_AREA = 0 0 165 165
```
**design/flow/constraint.sdc**
```tcl
current_design sargantana_icache_ff

set clk_period 1.0
set clk_io_pct 0.2

create_clock -name clk0 -period $clk_period [get_ports {clk_i}]

set non_clock_inputs [all_inputs -no_clocks]
set_input_delay [expr $clk_period * $clk_io_pct] -clock clk0 $non_clock_inputs
set_output_delay [expr $clk_period * $clk_io_pct] -clock clk0 [all_outputs]
```
**design/flow/design.v**
```verilog
module sargantana_icache_ff
#(
    parameter int unsigned ICACHE_N_WAY     = 4,
    parameter int unsigned PPN_BIT_SIZE     = 20,
    parameter int unsigned ICACHE_TAG_WIDTH = 20,
    parameter int unsigned IDX_BITS_SIZE    = 12,
    parameter int unsigned VPN_BITS_SIZE    = 28
)
(
    input  logic                            clk_i            ,
    input  logic                            rstn_i           ,
    input  logic [IDX_BITS_SIZE-1:0]        idx_d            ,
    output logic [IDX_BITS_SIZE-1:0]        idx_q            ,
    input  logic [VPN_BITS_SIZE-1:0]        vpn_d            ,
    output logic [VPN_BITS_SIZE-1:0]        vpn_q            ,
    input  logic     [ICACHE_TAG_WIDTH-1:0] cline_tag_d      , 
    output logic     [ICACHE_TAG_WIDTH-1:0] cline_tag_q      , 
    input  logic [$clog2(ICACHE_N_WAY)-1:0] way_to_replace_d ,
    output logic [$clog2(ICACHE_N_WAY)-1:0] way_to_replace_q ,
    input  logic                            cmp_enable_d     ,
    output logic                            cmp_enable_q     ,                          
    input  logic                            flush_d          ,
    output logic                            flush_q          ,                           
    input  logic                            ifill_process_started_d     ,
    output logic                            ifill_process_started_q     ,
    input  logic                            valid_ireq_d     ,
    output logic                            valid_ireq_q     ,
    input  logic                            ireq_kill_d      ,
    output logic                            ireq_kill_q      ,                 
    input  logic                            mmu_tresp_miss_d    ,
    input  logic                            mmu_tresp_ptw_v_d   ,   
    input  logic [PPN_BIT_SIZE-1:0]         mmu_tresp_ppn_d     ,   
    input  logic [PPN_BIT_SIZE-1:0]         mmu_tresp_guest_ppn_d,   
    input  logic                            mmu_tresp_xcpt_d    ,   
    input  logic                            mmu_tresp_xcpt_g_d  ,   
    output logic                            mmu_tresp_miss_q    ,
    output logic                            mmu_tresp_ptw_v_q   ,   
    output logic [PPN_BIT_SIZE-1:0]         mmu_tresp_ppn_q     ,   
    output logic [PPN_BIT_SIZE-1:0]         mmu_tresp_guest_ppn_q,   
    output logic                            mmu_tresp_xcpt_q    ,   
    output logic                            mmu_tresp_xcpt_g_q  ,   
    input  logic                            cache_enable_d   ,
    output logic                            cache_enable_q                             
);
always_ff @(posedge clk_i or negedge rstn_i) begin 
    if(!rstn_i) begin
        cache_enable_q   <= '0;
        cmp_enable_q     <= '0;
        vpn_q            <= '0;
        idx_q            <= '0;
        flush_q          <= '0;
        cline_tag_q      <= '0; 
        way_to_replace_q <= '0; 
        ifill_process_started_q <= '0; 
        mmu_tresp_miss_q    <= '0;
        mmu_tresp_ptw_v_q   <= '0;
        mmu_tresp_ppn_q     <= '0;
        mmu_tresp_guest_ppn_q <= '0;
        mmu_tresp_xcpt_q    <= '0;  
        mmu_tresp_xcpt_g_q  <= '0;   
        valid_ireq_q <= '0; 
        ireq_kill_q <= '0; 
    end
    else begin
        cache_enable_q      <= cache_enable_d   ;
        cmp_enable_q        <= cmp_enable_d     ;
        vpn_q               <= vpn_d            ;
        idx_q               <= idx_d            ;
        flush_q             <= flush_d          ;
        cline_tag_q         <= cline_tag_d      ; 
        way_to_replace_q    <= way_to_replace_d ; 
        ifill_process_started_q <= ifill_process_started_d ; 
        valid_ireq_q        <= valid_ireq_d; 
        ireq_kill_q         <= ireq_kill_d; 
        mmu_tresp_miss_q    <= mmu_tresp_miss_d;
        mmu_tresp_ptw_v_q   <= mmu_tresp_ptw_v_d;
        mmu_tresp_ppn_q     <= mmu_tresp_ppn_d;
        mmu_tresp_guest_ppn_q <= mmu_tresp_guest_ppn_d;
        mmu_tresp_xcpt_q    <= mmu_tresp_xcpt_d;
        mmu_tresp_xcpt_g_q  <= mmu_tresp_xcpt_g_d;
    end
end
endmodule
```
**design/flow/run.sh**
```bash
#!/bin/bash
# OpenROAD 26Q1-2900-gdf79404cd8, Yosys 0.63+post, stock flow scripts
make -C /OpenROAD-flow-scripts/flow DESIGN_CONFIG=/design/flow/config.mk WORK_HOME=/design/flow/orfs finish
```
==> summary.txt <==
Flow results.

- The via total after detailed routing is 1,836.
- The pin closest to its max-slew limit shows a slew of 669 ps.
- STA classifies the critical path endpoint as a primary output.
- TritonRoute reported its final design rule violation total as 0.
- The clock net in this run drives a total of 112 sinks.
- Per the layout area report, the combinational gate area comes to 0 µm².
- The final tally of max-slew violations is 0.
- In this run, distinct cell masters in the synthesized netlist total 1.
- Per the finish-stage timing summary, setup violations number 112.
- The signal on the critical path passes through buf_2.
- The chip occupies 27,200 µm².
- Setup repair after global routing could not meet its margin everywhere.
- The via count of the first global-routing pass came to 2,072.
- The launching element type of the critical path is a flip-flop.
- A synthesized cell averages 25.0 µm².
- The power per standard cell area is 1760 nW/µm².
- The final timing report gives a worst setup slack of -58.2 ps.
- The antenna cell count is 0.
- The ratio of cells with drive above 1 in the final layout is 0.370.
- Per the synth log, the flip-flop and latch total comes to 112.
- The root buffer cell is sky130_fd_sc_hd__clkbuf_16.
- The run reported a max-capacitance violation count of 0.
- On the critical path the largest part of the delay comes from flip-flops.
- The mapped netlist covers 2800 µm².
- The longest clock path from root to sink contains 2 buffers.
- The remaining antenna violation count is 0.
- Of the post-synthesis cell area, the part taken by muxes is 0.
- The layout overhead on the synthesized area is 85.9%.
- Across the whole layout, storage elements account for 2800 µm².
- The critical-path maximum fanout is 1.
- The checks that failed: negative setup slack.
- The count of filler cells inserted in the layout is 2,140.
- Of the total synthesized cell area, the portion taken by AND-OR and OR-AND cells is 0.
- The smallest clock period supported by the final layout is computed as 1060 ps.
- Of the total synthesized cell area, the portion taken by full adders, half adders and majority gates is 0.
- Prior to clock tree synthesis, the placed netlist has a worst setup slack of -59.8 ps.
- After floorplanning, the core was sized to cover 20,400 µm².
- Ranking logic cells in the layout by count gives the top entries 112 x sky130_fd_sc_hd__dfrtp_1, 112 x sky130_fd_sc_hd__clkdlybuf4s50_1, 112 x sky130_fd_sc_hd__buf_2.
- Yosys reports a chip area of 2800 µm².
- Looking at the post-CTS report, the setup buffer insertion count equals 0.
- Per STA, the highest per-stage delay on the worst path measures 380 ps.
- The post-synthesis sequential area ratio is 1.00.
- The first routing iteration left 49 violations.
- The total wirelength of the detailed-routed design is 9370 µm.
- The path class of the tightest hold or removal check is in -> reg.
- The floorplan step records an initial core utilization of 0.137.
- The CTS report gives the tree buffer count as 9.
- Per the power-grid run, VDD falls by no more than 0.737 mV.
- The count of TritonRoute iterations in the first routing pass is 2.
- In this run the core area contains 52 standard-cell rows.
- For this design the top-level I/O count stands at 226.
- The first global-routing pass estimated 13,500 µm of wire.
- At the worst endpoint, the required time is 800 ps.
- The leakage power is 2.37 nW.
- STA puts the critical path data arrival time at 860 ps.
- Using the TritonRoute via totals, the vias-per-cell ratio works out to 2.92.
- The number of buffers and inverters on the critical path is 1.
- The final-report hold violation count is 0.
- Per the synthesis report, the simple-gate share of the synthesized area is 0.
- The flow ran to the end, but the final reports show violations.
- Headroom to the max-slew limit came out at 0.552.
- The routability congestion estimate is 0.751.
- The detailed placement HPWL is 7840 µm.
- The worst hold margin is 278 ps.
- The kind of critical path is reg -> out.
- The final timing summary puts the cycle share of the worst path at 1.06.
- The xor/xnor share of the synthesized area is 0.
- For this design, Yosys synthesis ends with a cell count of 112.
- In the final routed layout, each cell accounts on average for 14.9 µm.
- The count of input and output buffers is 225.
- The count of mapped cells out of synthesis is 112.
- The number of warnings issued by yosys is 1.
- The H-tree was split into 3 levels.
- TritonCTS built the clock tree.
- The pin count of the biggest net entering global routing is 35.
- The vertical die dimension reported for this design is 165 µm.
- The horizontal die dimension is 165 µm.
- The cell with the biggest individual delay on the critical path is sky130_fd_sc_hd__dfrtp_1.
- The layout contains a multi-input combinational cell count of 0.
- The total routing resource utilization after global routing is 0.0662.
- The residual overflow from global routing is 0.
- The finished layout reports a core utilization of 0.255.
- The number of warning messages in the logs is 27.
- Per the post-CTS timing run, clock transition at the registers of the reported paths is 70 ps.
- The highest clock rate this design can be run at is 945 MHz.
- The number of antenna violations at the first check in global routing was 0.
## final timing paths
| check | slack [ps] | from | end | depth (start not counted) |
|---|---|---|---|---|
| max | -60 | cline_tag_q[7]$_DFF_PN0_ | cline_tag_q[7] | 1 |
| min | 280 | mmu_tresp_ptw_v_d | mmu_tresp_ptw_v_q$_DFF_PN0_ | 1 |
| max in group asynchronous | 110 | rstn_i | mmu_tresp_ppn_q[6]$_DFF_PN0_ | 3 |
| min in group asynchronous | 420 | rstn_i | mmu_tresp_ppn_q[8]$_DFF_PN0_ | 2 |
## stage by stage
stage	power, mW	instances	setup TNS, ps	cell area (µm²)
finish	9.16	629	-2130	5210
global route	9.68	629	-7710	5210
CTS	9.37	629	-5420	5210
detailed placement	5.91	611	-274	5450
global placement	5.90	611	-303	5450
floorplan	4.84	112	0	2800
## flip-flops by register name (all words and copies together) (netlist names), 2 cells and up
name / flops
cline_tag_q: 20
idx_q: 12
mmu_tresp_guest_ppn_q: 20
mmu_tresp_ppn_q: 20
vpn_q: 28
way_to_replace_q: 2
## final cells by class
| type | count | area share |
|---|---|---|
| Sequential cell | 112 | 0.538 |
| Timing Repair Buffer | 231 | 0.339 |
| Tap cell | 270 | 0.0648 |
| Clock buffer | 10 | 0.0459 |
| Clock inverter | 6 | 0.0130 |
## report_power, final
part	internal, mW	total, mW	switching, mW
logic	0.551	0.758	0.207
registers	4.75	4.80	0.0477
clock network	2.02	3.60	1.59
total	7.32	9.16	1.84
## synth_stat cells
library cell,count,area share
sky130_fd_sc_hd__dfrtp_1,112,1.0
## layer usage
metal / up-vias / part of all wire / GRT usage
li1: 826 / - / -
met3: 11 / 0.11 / 0.0321
met4: 0 / 0.020 / 0.0117
met2: 101 / 0.53 / 0.115
met1: 898 / 0.34 / 0.0724
met5: - / 0 / 0
## cells by family after synthesis
group	count (synthesis)
flops	112
## what timing repair did
action / CTS / global route
hold buffers: 2 / 0
endpoints found under the setup margin: 112 / 112
cloned: 0 / 0
hold endpoints to repair: 16 / 0
gates resized: 361 / 0
Power is estimated from default activity; no workload was simulated.
